==> /design/flow/design.v <==
module ALU_ref(ctrl, a, b, r, r2, z);
    input       [5:0]   ctrl;
    input       [31:0]  a;
    input       [31:0]  b;
    output      [31:0]  r;
    reg         [31:0]  r;
    output      [31:0]  r2;
    reg         [31:0]  r2;
    output      [0:0]   z;
    reg         [0:0]   z;
    reg         [31:0]  s;
    reg         [31:0]  t;
    reg signed  [31:0]  s_int;
    reg signed  [31:0]  t_int;
    reg         [31:0]  result;
    reg         [31:0]  result_hi;
    reg         [0:0]   sign;
    reg signed  [63:0]  c;
    reg         [0:0]   zero;
    always @(ctrl or a or b)
        begin : alu_thread
            s           = a;
            t           = b;
            s_int       = s;
            t_int       = t;
            result      = 0;
            result_hi   = 0;
            case (ctrl)
                'h0:     
                    result = s & t;
                'h1:     
                    result = s | t;
                'h2:     
                    result = s_int + t_int;
                'h3:     
                    result = s + t;
                'h4:     
                    result = s ^ t;
                'h6:     
                    result = s - t;
                'h7:     
                    if (s_int < t_int)
                        result = 1;
                    else
                        result = 0;
                'h8:     
                    if (s < t)
                        result = 1;
                    else
                        result = 0;
                'h9:     
                    result = (t << 16);
                'hA:     
                    result = (t << 1);
                'hB:     
                    result = (t << 2);
                'hC:     
                    result = (t << 8);
                'hD:     
                    result = (t >> 1);
                'hE:     
                    result = (t >> 2);
                'hF:     
                    result = (t >> 8);
                'h10:    
                    begin
                        sign = t[31:31];
                        result = (t >> 1);
                        result[31:31] = sign;
                    end
                'h11:    
                    begin
                        sign = t[31:31];
                        result = (t >> 2);
                        result[31:30] = {sign, sign};
                    end
                'h12:    
                    begin
                        sign = t[31:31];
                        result = (t >> 8);
                        result[31:24] = {sign, sign, sign, sign, sign, sign, sign, sign};
                    end
                'h13:    
                    begin
                        c = s * t;
                        result = c[31:0];
                        result_hi = c[63:32];
                    end
                'h14: begin
                        if(s>t) result=s-'d100;
                        if(s<t) result=s+'d100;
                        end
                default:  
                    begin 
                    end
            endcase
            if (result == 0)
                zero = 1;
            else
                zero = 0;
            r = result;
            r2 = result_hi;
            z = zero;
        end
endmodule
==> /design/flow/run.sh <==
#!/bin/bash
# OpenROAD 26Q1-2900-gdf79404cd8, Yosys 0.63+post, stock flow scripts
make -C /OpenROAD-flow-scripts/flow DESIGN_CONFIG=/design/flow/config.mk WORK_HOME=/design/flow/orfs finish
==> /design/flow/config.mk <==
export PLATFORM = sky130hd
export DESIGN_NAME = ALU_ref
export DESIGN_NICKNAME = ALU_ref
export VERILOG_FILES = /design/flow/design.v
export SDC_FILE = /design/flow/constraint.sdc
export NUM_CORES = 4
export LEC_CHECK = 1
export CORE_UTILIZATION = 50
==> /design/flow/constraint.sdc <==
current_design ALU_ref

set clk_period 37.0
set clk_io_pct 0.2

create_clock -name clk0 -period $clk_period

set non_clock_inputs [all_inputs -no_clocks]
set_input_delay [expr $clk_period * $clk_io_pct] -clock clk0 $non_clock_inputs
set_output_delay [expr $clk_period * $clk_io_pct] -clock clk0 [all_outputs]
==> GITHUB_STEP_SUMMARY <==
### Metrics collected by this job

| Metric | Value |
|---|---|
| Status | finished clean |
| Gpl congestion | between 1 and 1.5 |
| Remaining Overflow, GRT | 0 |
| Mean Syn Cell Area | 8.05 µm² |
| Fill count | 7,594 |
| Reg area | 0 µm² |
| Initial antenna violation count | 9 |
| Floorplan Utilization | roughly half |
| Final HPWL DP | 134,000 µm |
| I/O pin count | around 140 |
| Util after Layout | between 50% and 60% |
| Share of layout cells above drive strength 1 | 4.38% |
| Drt total wl | 170,000 µm |
| Rel. slew slack | around 15% |
| Port-buffer cells | 135 |
| Area Growth Syn to Fin | 6.53% |
| WP data required | 29.60 ns |
| Minimum clock period after layout | 26.79 ns |
| First-pass GRT wire length | 255,000 µm |
| Critical path's slowest cell | a2111oi_0 |
| Yosys cell count | 4,955 |
| Leakage | about 21 nW |
| Via Count | around 36,000 |
| Crit path max-delay family | adder cells |
| Tool warnings | ~97 |
| Fmax | around 0.037 GHz |
| Vias in the first global route | about 38,000 |
| Sw frac | between 60% and 70% |
| Max incr delay on CP | about 1.1 ns |
| Arrival time at the worst endpoint | just under 20 ns |
| Row Count | 103 |
| Critical path endpoint | z[0] |
| Core box area | about 79,000 µm² |
| Antenna viol nets, final | 0 |
| WL/cell | 28.6 µm |
| Place WS | 10.84 ns |
| Total power | about 12 mW |
| CP most frequent cell | fa_1 |
| Setup CP Type | primary input to output port |
| HP Class | primary input to output port |
| Maximum VDD drop | between 900 and 1000 µV |
| First-iteration detailed-routing DRC count | about 2,900 |
| RSZ-0062 raised after global routing | false |
| Worst Path Max Fanout | 7 |
| Most numerous logic cells after layout | inv_1, fa_1, nand2_1, nor2_1, ha_1 |
| Critical Path End Type | output port |
| Resized cells post-CTS | 0 |
| Clk_buf instances | 0 |
| Worst setup margin | 10.21 ns |
| Seq cells | 0 |
| GRT Resource Usage Total | 46.5% |
| Die Ht | 284 µm |
| Largest net degree at the start of global routing | 36 |
| Pre-Repair DR Iteration Count | 9 |
| Post-synth seq share | 0% |
| Distinct lib cells used | 90 |
| Die Size | 80,900 µm² |
| Crit path launch | b[22] |
| Post-route insts no fill | 5,967 |
| # hold bufs at CTS | 0 |
| Cell count after synthesis | 4,955 |
| Max cap viols | 0 |
| Worst-Margin Slew | 1.25 ns |
| Fin. Hold Viols | 0 |
| Synth warnings | 1 |
| Period utilisation layout | 72.4% |
| Vias per cell | between 6 and 7 |
| Stages on worst setup path | 29 |
| Pint | between 4 and 5 mW |
| Number of remaining DRC errors | 0 |
| Placed cell count | approximately 6,000 |
| Sw Pwr | approximately 7.5 mW |
| Worst setup SP type | primary input |
| Yosys Chip Area | 39,900 µm² |
| TNS Setup | 0 ns |
| PD cells | 271 nW/µm² |
| Die W | 284 µm |
| Commonest Layout Cell | inv_1 |
| Syn Std Cell Area | 39,900 µm² |
| Buf+Inv Stages, Crit Path | 8 |
| Buffer count from post-CTS setup fixing | 0 |
| Max Slew Vio Count | 0 |
| # setup viols final | 0 |
==> cells by family after synthesis <==
| logic type | share of synthesized area (%) |
|---|---|
| buffers and inverters | 12.3 |
| muxes | 0.301 |
| adders and majority gates | 56.4 |
| AOI/OAI and AO/OA | 11.7 |
| and+or+nand+nor | 17.3 |
| xor gates and xnor gates | 2.09 |
==> final cells by class <==
type | instances | area, µm² | share of cell area [%]
diodes | 3 | 7.51 | 0.0177
inverters | 965 | 3620 | 8.52
multi-input cells | 3661 | 35100 | 82.5
well taps | 1050 | 1310 | 3.09
repair buffers | 288 | 2500 | 5.88
==> synthesized netlist by cell type, drive strengths merged, types with 18 or more instances <==
cell,n,area [µm²]
nand4,35,225
fa,898,18000
nand2b,23,144
a222oi,20,200
o211ai,43,337
o31ai,22,165
o21ai,97,485
or3,18,113
a211oi,23,173
a221oi,40,350
buf,87,358
nand3,58,290
a21oi,169,857
inv,951,3570
a21o,40,300
nor4,26,190
a22oi,32,240
and3,19,119
ha,361,4520
nand2,714,2680
nor2,592,2220
xnor2,70,613
xor2,25,219
a31oi,24,156
nor3,64,320
clkbuf,242,911
==> routing by layer <==
layer  track usage (%)  part of all wire [%]
met1              59.1                    34
met4              28.2                   8.1
met3              21.1                    13
met5                 0                 0.034
met2              66.9                    44
==> tightest hold or removal path, delay by kind of cell <==
family | cells | cell delay [ns]
AND-OR/OR-AND | 1 | 0.24
buffers and inverters | 3 | 1.12
==> power by group through the flow <==
stage | Combinational [mW] | Sequential (mW) | Clock [mW]
4_1_cts | 11.4 | 0 | 0
5_1_grt | 12.6 | 0 | 0
==> through the flow <==
stage,hold slack [ns],area (µm²)
after floorplan,14.86,39900
after global placement,16.15,42500
after detailed placement,16.15,42500
after CTS,16.15,42500
after global routing,16.21,42500
final,16.16,42500
==> worst min path at each step <==
stage     start    to  slack (ns)  cells past startpoint
6_report   a[2]  r[2]       16.16                      4
5_1_grt    a[2]  r[2]       16.21                      4
4_1_cts    a[2]  r[2]       16.15                      4
Power and IR drop assume default switching activity.
