==> design.v <==
module ALU(ctrl, a, b, r, r2, z);
    input       [5:0]   ctrl;
    input       [31:0]  a;
    input       [31:0]  b;
    output      [31:0]  r;
    reg         [31:0]  r;
    output      [31:0]  r2;
    reg         [31:0]  r2;
    output      [0:0]   z;
    reg         [0:0]   z;
    reg         [31:0]  s;
    reg         [31:0]  t;
    reg signed  [31:0]  s_int;
    reg signed  [31:0]  t_int;
    reg         [31:0]  result;
    reg         [31:0]  result_hi;
    reg         [0:0]   sign;
    reg signed  [63:0]  c;
    reg         [0:0]   zero;
    always @(ctrl or a or b)
        begin : alu_thread
            s           = a;
            t           = b;
            s_int       = s;
            t_int       = t;
            result      = 0;
            result_hi   = 0;
            case (ctrl)
                'h0:     
                    result = s & t;
                'h1:     
                    result = s | t;
                'h2:     
                    result = s_int + t_int;
                'h3:     
                    result = s + t;
                'h4:     
                    result = s ^ t;
                'h6:     
                    result = s - t;
                'h7:     
                    if (s_int < t_int)
                        result = 1;
                    else
                        result = 0;
                'h8:     
                    if (s < t)
                        result = 1;
                    else
                        result = 0;
                'h9:     
                    result = (t << 16);
                'hA:     
                    result = (t << 1);
                'hB:     
                    result = (t << 2);
                'hC:     
                    result = (t << 8);
                'hD:     
                    result = (t >> 1);
                'hE:     
                    result = (t >> 2);
                'hF:     
                    result = (t >> 8);
                'h10:    
                    begin
                        sign = t[31:31];
                        result = (t >> 1);
                        result[31:31] = sign;
                    end
                'h11:    
                    begin
                        sign = t[31:31];
                        result = (t >> 2);
                        result[31:30] = {sign, sign};
                    end
                'h12:    
                    begin
                        sign = t[31:31];
                        result = (t >> 8);
                        result[31:24] = {sign, sign, sign, sign, sign, sign, sign, sign};
                    end
                'h13:    
                    begin
                        c = s * t;
                        result = c[31:0];
                        result_hi = c[63:32];
                    end
                default:  
                    begin 
                    end
            endcase
            if (result == 0)
                zero = 1;
            else
                zero = 0;
            r = result;
            r2 = result_hi;
            z = zero;
        end
endmodule
==> run.sh <==
#!/bin/bash
# OpenROAD 26Q1-2900-gdf79404cd8, Yosys 0.63+post, stock flow scripts
make -C /OpenROAD-flow-scripts/flow DESIGN_CONFIG=/design/flow/config.mk WORK_HOME=/design/flow/orfs finish
==> config.mk <==
export PLATFORM = sky130hd
export DESIGN_NAME = ALU
export DESIGN_NICKNAME = ALU
export VERILOG_FILES = /design/flow/design.v
export SDC_FILE = /design/flow/constraint.sdc
export NUM_CORES = 4
export LEC_CHECK = 1
export CORE_UTILIZATION = 50
==> constraint.sdc <==
current_design ALU

set clk_period 38.2
set clk_io_pct 0.2

create_clock -name clk0 -period $clk_period

set non_clock_inputs [all_inputs -no_clocks]
set_input_delay [expr $clk_period * $clk_io_pct] -clock clk0 $non_clock_inputs
set_output_delay [expr $clk_period * $clk_io_pct] -clock clk0 [all_outputs]
==> results.yml <==
# flow metrics
drt:
  drt_iter0_drc: 2497
  drt-total-wl_um: 167000
  wl_per_cell_um: 29.2
  drtAntennaViolNets: 0
  vias_per_cell: 5.99
  first_pass_iters: 9
  drc: 0
  vias: 34200
final_timing:
  setup_viol: 0
  period_minus_slack_ns: 25.80
  rsz0062_at_grt: "no"
  report.final.slew_viol_count: 0
  period_used_share: 0.675
  max-slew-margin-rel: 0.306
  report.final.hold_viol_count: 0
  whs_ns: 16.67
  worst-slew-pin-transition_ns: 1.04
  fin_ws_ns: 12.40
  fin_setup_tns_ns: 0
  fmax_ghz: 0.0388
floorplanning:
  row_count: 101
  die_y_um: 280
  initCoreUtil: 0.506
  coreArea_um2: 76100
  pin_count: 135
  die_w_um: 280
  die-area_um2: 78200
run_status:
  status: "completed"
grt:
  grt_busiest_layer: "met2"
  antenna_found_initial: 6
  grt_pass1_wl_um: 248000
  use_met3: 0.220
  grt_pass1_vias: 36800
  grtUsageMet2: 0.687
  overflow: 0
  track_usage: 0.477
  grt_max_degree: 47
  grt_use_met1: 0.591
pwr:
  p_int_uw: 3890
  power_density_nw_per_um2: 273
  leakage_uw: 0.0204
  swShare: 0.652
  switchingPower_uw: 7300
  irDropWorstVdd_v: 0.000664
min_path:
  min_path_type: "input port to output port"
critical_path:
  cp_max_fo: 20
  setup.worst_path.start_class: "input port"
  crit_family: "adder cells"
  path_class: "input port to output port"
  crit_path_max_incr_delay_ns: 0.78
  crit_top_cell: "fa_1"
  crit_required_ns: 30.56
  end_kind: "output port"
  critPathSlowestCell: "o21ai_0"
  critPathBufInv: 9
  worstPathArrival_ns: 18.16
place:
  place.gp.congestion: 1.06
  dp.final_hpwl_um: 125000
  dp_worst_setup_slack_ns: 12.59
  port_buffers: 135
synthesis:
  synth_cell_types: 92
  syn_avg_cell_area_um2: 8.16
  yosys_cells: 4721
  yosys.area.top_type: "fa_1"
  yosys_warnings: 1
  ys_area_um2: 38500
  syn-cell-area_um2: 38500
  synth_cells: 4721
  ys_top_cells_by_area: "fa_1, ha_1, inv_1"
  synth_top_area_share: 0.467
  ys_seq_frac: 0
flow_run:
  warnings: 96
  maxCapViolCount: 0
finish:
  regArea_um2: 0
  area_growth_pct: 6.48
  drive_gt1_frac: 0.0378
  lay_top_count: "inv_1"
  lay_top_cells: "inv_1, fa_1, nand2_1, nor2_1, ha_1"
  clkbuf_count: 0
  ff_count: 0
cts:
  cts_hold_buf: 0
  cts_setup_buffers: 0
  cts_resized: 0
-- cells in the mapped netlist (all sizes together) (11+ instances only) --
cell,number
a2111oi,11
a211oi,21
a21o,44
a21oi,135
a221o,11
a221oi,38
a22oi,25
a31oi,17
and3,15
buf,69
clkbuf,242
fa,898
ha,359
inv,960
mux2i,17
nand2,717
nand2b,14
nand3,46
nand4,24
nor2,530
nor2b,20
nor3,50
nor4,25
o2111ai,15
o211ai,20
o21a,15
o21ai,100
o21bai,15
o31ai,17
or3,17
xnor2,35
xor2,22
-- cells by family after synthesis --
| group | synth area share |
|---|---|
| mux | 0.00442 |
| compound gates | 0.109 |
| xor+xnor | 0.0130 |
| buf+inv | 0.126 |
| fa+ha+maj | 0.583 |
| simple gates | 0.164 |
-- stage by stage --
stage	instance area, um2	util	total power, uW	cells
finish	41000	0.539	11200	5714
global route	41000	0.539	12200	5711
floorplan	38500	-	6960	4721
CTS	41000	0.539	11000	5711
global placement	41000	0.539	11000	5711
detailed placement	41000	0.539	10900	5711
-- power by group through the flow --
stage,registers [uW],logic (uW),clock network (uW)
after CTS,0,11000,0
after global routing,0,12200,0
-- cell type report --
cell class / count / area [um2]
fill: 7361 / 35100
antenna: 3 / 7.51
timing repair buffer: 271 / 2370
inverter: 969 / 3640
tap: 1030 / 1290
multi-input combinational: 3441 / 33700
-- path summary, 6_finish.rpt --
| kind | startpoint | depth (start not counted) | slack, ns | endpoint |
|---|---|---|---|---|
| worst max-delay path | b[6] | 31 | 12.40 | z[0] |
| worst min-delay path | ctrl[1] | 7 | 16.67 | r[7] |
-- metal layers --
layer | wire length [um] | vias to the layer above
li1 | - | 14500
met1 | 55400 | 17000
met2 | 72600 | 2064
met3 | 22300 | 703
met4 | 16100 | 14
met5 | 175 | -
No activity file was given, so power comes from the tool's default toggle rates.
