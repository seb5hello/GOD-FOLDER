==> ./design.v <==
module spi_fsm( input clk,
                input reset,
                input [1:0] mode,
                input cs,
                input sclk,
                output sample,
                output shift);
    parameter RESET = 'd0;
    parameter CS = 'd1;
    parameter MODE = 'd2;
    parameter FIRST1 = 'd3;
    parameter FIRST3 = 'd4;
    parameter LAST1 = 'd5;
    parameter LAST3 = 'd6;
    parameter WAIT_LO1 = 'd7;
    parameter WAIT_LO0 = 'd8;
    parameter WAIT_LO2 = 'd9;
    parameter WAIT_LO3 = 'd10;
    parameter WAIT_HI0 = 'd11;
    parameter WAIT_HI1 = 'd12;
    parameter WAIT_HI2 = 'd13;
    parameter WAIT_HI3 = 'd14;
    parameter SHIFT0 = 'd15;
    parameter SHIFT1 = 'd16;
    parameter SHIFT2 = 'd17;
    parameter SHIFT3 = 'd18;
    parameter SAMPLE0 = 'd19;
    parameter SAMPLE1 = 'd20;
    parameter SAMPLE2 = 'd21;
    parameter SAMPLE3 = 'd22;
    reg [4:0] state, state_next;
    assign sample = (state == SAMPLE0 | state == SAMPLE1 | state == SAMPLE2 | state == SAMPLE3 );
    assign shift = (state == SHIFT0 | state == SHIFT1 | state == SHIFT2 | state == SHIFT3 );
    always @(posedge clk)begin
        if(reset) begin
            state <= RESET;
        end else begin
            state <= state_next;
        end
    end
    always @(*)begin
        state_next = state;
        case(state)
            RESET: begin
                state_next = CS;
            end
            CS: begin
                if(cs == 1) begin
                    state_next = MODE;
                end
            end
            MODE: begin
                if(mode == 'b01 && cs == 0 && sclk == 0) begin
                    state_next = FIRST1;
                end else if(mode == 'b00 && cs == 0 && sclk == 0) begin
                    state_next = WAIT_LO0;
                end else if(mode == 'b11 && cs == 0 && sclk == 1) begin
                    state_next = FIRST3;
                end else if(mode == 'b10 && cs == 0 && sclk == 1) begin
                    state_next = WAIT_HI2;
                end
            end
            FIRST1: state_next = (sclk == 1)? WAIT_HI1:state ;
            WAIT_HI1: state_next = (sclk == 0)? SAMPLE1:state ;
            SAMPLE1: state_next = WAIT_HI1;
            WAIT_LO1: begin
                if(cs == 0 && sclk == 1) begin
                    state_next = SHIFT1;
                end else if(cs == 1) begin
                    state_next = LAST1;
                end
            end
            SHIFT1: state_next = WAIT_HI1;
            LAST1: state_next = (cs == 1)? MODE:state ;
            WAIT_LO0: begin
                if(sclk == 1 && cs == 0) begin
                    state_next = SAMPLE0;
                end else if(cs == 1) begin
                    state_next = MODE;
                end
            end
            SAMPLE0: state_next = WAIT_HI0;
            WAIT_HI0: state_next = (sclk == 0)? SHIFT0:state ;
            SHIFT0: state_next = WAIT_LO0;
            FIRST3: state_next = (sclk == 0)? WAIT_LO3:state ;
            WAIT_LO3: state_next = (sclk == 1)? SAMPLE3:state ;
            SAMPLE3: state_next = WAIT_HI3;
            WAIT_HI3:  begin
                if(cs == 0 && sclk == 0) begin
                    state_next = SHIFT3;
                end else if(cs == 1) begin
                    state_next = LAST3;
                end
            end
            SHIFT3: state_next = WAIT_LO3;
            LAST3: state_next = (cs == 1)? MODE:state ;
            WAIT_HI2: begin
                if(sclk == 0 && cs == 0) begin
                    state_next = SAMPLE2;
                end else if(cs == 1) begin
                    state_next = MODE;
                end
            end
            SAMPLE2: state_next = WAIT_LO2;
            WAIT_LO2: state_next = (sclk == 1)? SHIFT2:state ;
            SHIFT2: state_next = WAIT_HI2;
            default: begin 
                state_next = RESET;
            end
        endcase   
    end
endmodule
==> ./run.sh <==
#!/bin/bash
# OpenROAD 26Q1-2900-gdf79404cd8, Yosys 0.63+post, stock flow scripts
make -C /OpenROAD-flow-scripts/flow DESIGN_CONFIG=/design/flow/config.mk WORK_HOME=/design/flow/orfs finish
==> ./config.mk <==
export PLATFORM = sky130hd
export DESIGN_NAME = spi_fsm
export DESIGN_NICKNAME = spi_fsm
export VERILOG_FILES = /design/flow/design.v
export SDC_FILE = /design/flow/constraint.sdc
export NUM_CORES = 4
export LEC_CHECK = 1
export CORE_AREA = 10 10 89 89
export DIE_AREA = 0 0 99 99
==> ./constraint.sdc <==
current_design spi_fsm

set clk_period 3.0
set clk_io_pct 0.2

create_clock -name clk0 -period $clk_period [get_ports {clk}]

set non_clock_inputs [all_inputs -no_clocks]
set_input_delay [expr $clk_period * $clk_io_pct] -clock clk0 $non_clock_inputs
set_output_delay [expr $clk_period * $clk_io_pct] -clock clk0 [all_outputs]
==> impl_metrics.ini <==
; flow metrics
[global_routing]
grt-ovfl-total = 0
grt_pass1_vias = 734
grt_usage = 0.0433
antenna_found_initial = 0
grt_start_max_net_pins = 25
gr-usage-met1 = 0.0647
grt_use_met2 = 0.0631
grt_pass1_wl_mm = 3.71
busiest_layer = met1
use_met3 = 0.0113

[synth]
syn_inst = 111
yosysTopAreaCell = dfxtp_1
synth_flops = 5
yosys.stat.chipArea_um2 = 842
top_cell = nor2_1
yosys-top-cells-count = nor2_1, buf_2, nand2b_1, nor3_1
ys_types = 49
synth-edff-count = 0
synth.area.top_cells = dfxtp_1, a32o_1, a2111oi_2, nand2b_1, nor2_1
async_flop_share = 0
yosys_most_used_dff = dfxtp_1
ys_seq_share = 0.119
netlist_area_um2 = 842
avgSynthCellArea_um2 = 7.59
ys_cells = 111
synthesis.yosys.warnings = 1
synth_top_area_share = 0.119

[placement]
globalplace.congestion = 0.851
dpl.hpwl_mm = 1.57
post-place-ws_ps = 378
port_buffers = 7

[clock_tree]
cts_buffers = 3
clock_path_buffers = 2
tritoncts = yes
postCtsHoldBufs = 0
cts_root_buf = clkbuf_8
clkSinkCount = 5
clk_latency_ps = 220
path_clk_slew_ps = 40
post-cts-setup-buffers = 0
cts-resized-gates = 0
htreeDepth = 1

[timing]
finClkSkew_ps = 3.46
max-slew-margin-rel = 0.541
setup_slack_ps = 407
rsz0062_at_grt = false
fmax_mhz = 386
hold_viol = 0
setup_tns_ps = 0
setup_viol = 0
fin_crit_ps = 2590
worst_pin_slew_ps = 687
whs_ps = 806
fin_crit_sh = 0.864
slew_viol_final = 0

[job]
tool_warnings = 25
max_cap_viol_count = 0

[worst_setup_path]
rrSetupSlack_ps = 910
cp.required_ps = 2400
r2r_start = state[3]
start_kind = flop
worstSetupEndpointType = primary output
r2r_end = state[0]
rr_worst_depth = 5
timing_worst_setup_path_type = reg -> out
crit_path_max_fanout = 21
cp.arrival_ps = 1990
worstSetupStartpoint = state[3]

[status]
status = completed

[floorplan]
dieHeight_um = 99
die_x_um = 99
initCoreUtil = 0.141
core-area_um2 = 5990
fp-row-count = 28
ioPinCount = 8
chipArea_um2 = 9800

[cells_and_area]
fill_cells = 656
top_register = state
flop_area_um2 = 100
largest_register_ff_count = 5
largestRegisters = state: 5 flops
logic_area_um2 = 651
layout-drive-gt1-share = 0.175
area_delta_synth_final_pct = 19.3

[drt]
drt_wl_total_mm = 2.26
vias = 884
ant_nets = 0
drt-pass1-iter-count = 4
wl_per_cell_um = 11.9
antenna_cells = 0
viasPerCell = 4.68
drt_drc_violations_left = 0
drt_iter0_drc = 133

[pwr]
power_density_nw_per_um2 = 871
peakVddDrop_v = 0.000605
clockPowerShare = 0.143
switching_share = 0.492
switching_power_w = 0.000431
internal_power_w = 0.000444
pwr-share-comb = 0.671
p_leak_nw = 0.312
seq_power_share = 0.185

[min_path]
min_path_cells = 2
min_path_type = reg -> reg
min_delay_worst_endpoint = state[0]
holdCritStartpoint = state[0]
[cell families (layout without fill, tap and decap cells)]
logic type,Yosys count,after routing,share of synthesized area
and+or+nand+nor,51,51,0.363
buffers and inverters,16,19,0.108
DFF,5,5,0.119
xor gates and xnor gates,2,2,0.0208
AOI/OAI and AO/OA,37,37,0.389
[final cells by class]
type / instances / share of cell area
Clock buffer: 4 / 0.0448
Inverter: 4 / 0.0149
Multi-Input combinational cell: 90 / 0.648
Sequential cell: 5 / 0.0996
Tap cell: 75 / 0.0934
Timing Repair Buffer: 11 / 0.0996
[per-stage QoR]
stage	total power (W)	util	cell area (µm²)	cells
floorplan	0.000641	-	842	111
global placement	0.000748	0.160	960	185
detailed placement	0.000738	0.160	960	185
CTS	0.000868	0.168	1000	189
global route	0.000948	0.168	1000	189
finish	0.000875	0.168	1000	189
[worst max path at each step]
stage           end  slack [ps]  depth (start not counted)
CTS           shift         430                          4
global route  shift         280                          4
finish        shift         410                          4
[placed cells by master (no fill, tap or decap), drive strengths merged, types with 2 or more instances in the layout]
master         netlist  routed
buf                 12       4
a311oi               2       2
o21ai                7       7
nor3                 6       6
a211oi               3       3
dfxtp                5       5
nand2                5       5
o211ai               2       2
a32o                 5       5
a31oi                2       2
nor2b                4       4
nor4                 2       2
xor2                 2       2
or4                  2       2
or2b                 2       2
clkbuf               0       4
nand3                2       2
inv                  4       4
a2111oi              4       4
o31ai                2       2
or3                  2       2
nor2                10      10
nand2b               6       6
a21oi                3       3
clkdlybuf4s50        0       7
nand3b               3       3
[worst max-delay path: stages, from the launching register on]
cell and delay (ps):
dfxtp_1 750, nand2b_1 220, nor2_1 180, a32o_1 150
clkdlybuf4s50_1 460
[routing by layer]
metal	vias to the layer above	routed length [µm]
met4	0	6
met2	32	1070
met5	-	0
met1	410	1040
met3	2	143
li1	440	-
[power by group through the flow]
stage	Clock [W]	Sequential, W	Combinational, W
global route	0.000135	0.000168	0.000645
finish	0.000125	0.000162	0.000588
CTS	0.000129	0.000160	0.000580
Power is estimated from default activity; no workload was simulated.
